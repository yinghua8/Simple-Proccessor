**flow/run.sh**
```bash
#!/bin/bash
# OpenROAD 26Q1-2900-gdf79404cd8, Yosys 0.63+post, stock flow scripts
make -C /OpenROAD-flow-scripts/flow DESIGN_CONFIG=/design/flow/config.mk WORK_HOME=/design/flow/orfs finish
```
**flow/config.mk**
```make
export PLATFORM = sky130hd
export DESIGN_NAME = SP
export DESIGN_NICKNAME = SP
export VERILOG_FILES = /design/flow/design.v
export SDC_FILE = /design/flow/constraint.sdc
export NUM_CORES = 4
export LEC_CHECK = 1
export CORE_AREA = 10 10 70 70
export DIE_AREA = 0 0 80 80
```
**flow/constraint.sdc**
```tcl
current_design SP

set clk_period 2.0
set clk_io_pct 0.2

create_clock -name clk0 -period $clk_period [get_ports {clk}]

set non_clock_inputs [all_inputs -no_clocks]
set_input_delay [expr $clk_period * $clk_io_pct] -clock clk0 $non_clock_inputs
set_output_delay [expr $clk_period * $clk_io_pct] -clock clk0 [all_outputs]
```
**flow/design.v**
```verilog
module SP(
	clk,
	rst_n,
	in_valid,
	inst,
	mem_dout,
	out_valid,
	inst_addr,
	mem_wen,
	mem_addr,
	mem_din
);
input                    clk, rst_n, in_valid;
input             [31:0] inst;
input  signed     [31:0] mem_dout;
output reg               out_valid;
output reg        [31:0] inst_addr;
output reg               mem_wen;
output reg        [11:0] mem_addr;
output reg signed [31:0] mem_din;
reg [31:0]ZE, ZE2;
reg signed [31:0]SE, SE2;
reg signed[31:0]shift;
reg signed[31:0] SE_temp;
reg     [31:0] r      [0:31]; 
reg     [31:0] inst_reg, inst_reg2, inst_reg3, inst_reg4;
reg     [31:0] PC, PC2, data, data1, data2, data3, out;
reg     [0:0] temp, OV1, OV2, OV3, OV4, flag;
integer i, j;
reg     [11:0] mem_addr0;
always@ (posedge clk, negedge rst_n)
begin
    if(!rst_n)
    begin
        ZE <= 0;
        SE <= 0;
        shift <= 0;
        SE_temp <= 0;
        out_valid <= 0;
        inst_addr <= 0;
        inst_reg <= 0;
        inst_reg2 <= 0;
        inst_reg3 <= 0;
        inst_reg4 <= 0;
        mem_wen <= 1;
        mem_addr <= 0;
        mem_addr0 <= 0;
        mem_din <= 0;
        PC <= 0;
        PC2 <= 0;
        data <= 0;
        data1 <= 0;
        data2 <= 0;
        data3 <= 0; 
        out <= 0;
	    temp <= 0;
        OV1 <= 0;
        OV2 <= 0;
        OV3 <= 0;
        OV4 <= 0;
        flag <= 0;
        for(i = 0; i < 32; i = i + 1)
        begin
            r[i] <= 'b0;
        end
    end
    else
    begin
        if(in_valid == 1 || out_valid == 1)
        begin
            inst_reg <= inst;
            if(in_valid == 1)   OV1 <= 1;
            else    OV1 <= 0;
            if(flag == 1)   inst_addr <= PC2;
            SE2 <= SE;
            ZE2 <= ZE;
            data1 <= data;
            inst_reg2 <= inst_reg;
            if(flag != 1)   inst_addr <= PC;
            if(mem_wen == 0)    mem_wen <= 1;
            if(inst_reg[31:26] == 6'b000110)  mem_wen <= 0;   
            OV2 <= OV1;
            data2 <= data1;
            inst_reg3 <= inst_reg2;
            mem_addr <= mem_addr0;
            OV3 <= OV2;
            if(inst_reg3[31:26] == 'b000101)  out <= mem_dout;   
            else    out <= data2;
            inst_reg4 <= inst_reg3;
            out_valid <= OV3;
        end
        else    OV1 <= OV1;
    end
end
always @(*)
begin
    if(inst_reg4[31:26] == 'b000000)   r[inst_reg4[15:11]] = out;
    else if(inst_reg4[31:26] != 'b000110 && inst_reg4[31:26] != 'b000111 && inst_reg4[31:26] != 'b001000)    r[inst_reg4[20:16]] = out;   
    else temp = 0;
    ZE = inst[15:0];
    SE = $signed(inst[15:0]);
    shift = SE << 2;
    if(mem_wen == 0)    
    begin
        mem_din = data1;
    end
    if(inst[31:26] == 'b000111 && r[inst[25:21]] == r[inst[20:16]])   
    begin
        flag = 1;
        PC2 = inst_addr + 4 + $signed(shift);
    end
    if(inst[31:26] == 'b001000 && r[inst[25:21]] != r[inst[20:16]])   
    begin
        flag = 1;
        PC2 = inst_addr + 4 + $signed(shift);
    end
    case(inst_reg[31:26])
        'b000000:   
        begin
            PC = inst_addr + 4;
            if(inst_reg[5:0] == 'b000000)   
            begin
                data = r[inst_reg[25:21]] & r[inst_reg[20:16]];
            end
            else if(inst_reg[5:0] == 'b000001)   
            begin
                data = r[inst_reg[25:21]] | r[inst_reg[20:16]];
            end
            else if(inst_reg[5:0] == 'b000010)   
            begin
                data = r[inst_reg[25:21]] + r[inst_reg[20:16]];
            end
            else if(inst_reg[5:0] == 'b000011)   
            begin
                data = r[inst_reg[25:21]] - r[inst_reg[20:16]];
            end
            else if(inst_reg[5:0] == 'b000100)   
            begin
                if($signed(r[inst_reg[25:21]]) < $signed(r[inst_reg[20:16]]))
                begin
                    data = 1;
                end
                else  data = 0;
            end
            else if(inst_reg[5:0] =='b000101)   
            begin
                data = r[inst_reg[25:21]] << inst_reg[10:6];
            end
            else temp = 1;
        end
        'b000001:   
        begin
            PC = inst_addr + 4;
            data = r[inst_reg[25:21]] & ZE2;
        end
        'b000010:   
        begin
            PC = inst_addr + 4;
            data = r[inst_reg[25:21]] | ZE2;
        end
        'b000011:   
        begin
            PC = inst_addr + 4;
            data = r[inst_reg[25:21]] + SE2;
        end
        'b000100:   
        begin
            PC = inst_addr + 4;
            data = r[inst_reg[25:21]] - SE2;
        end
        'b000101:   
        begin
            PC = inst_addr + 4;
            mem_addr0 = r[inst_reg[25:21]] + SE2;
        end
        'b000110:   
        begin
            PC = inst_addr + 4;
            mem_addr0 = r[inst_reg[25:21]] + SE2;
            data = r[inst_reg[20:16]];
        end
        'b000111:   
        begin
            if(flag != 1)
            begin
                PC = inst_addr + 4;
            end
            flag = 0;
        end
        'b001000:   
        begin
            if(flag != 1)
            begin
                PC = inst_addr + 4;
            end
            flag = 0;  
        end
    endcase 
end
endmodule
```
==> impl_metrics.prom <==
# HELP chip_impl_metric Yosys and OpenROAD flow results
# TYPE chip_impl_metric gauge
chip_impl_info{name="run_status",value="aborted with a tool error"} 1
chip_impl_info{name="failing_step",value="synthesis (1_2_yosys)"} 1
chip_impl_info{name="flow.first_error",value="ERROR: Found 16 problems in 'check -assert'."} 1
chip_impl_info{name="yosysTopAreaCell",value="sky130_fd_sc_hd__buf_4"} 1
chip_impl_metric{name="yosys-stat-area",unit="mm^2"} 0.00112
chip_impl_metric{name="yosysWarningCount",unit=""} 2
chip_impl_info{name="leading_cell_types_by_total_area_after_synthesis",value="sky130_fd_sc_hd__buf_4 62%, sky130_fd_sc_hd__dfrtp_1 22%, sky130_fd_sc_hd__mux2_1 6.0%, sky130_fd_sc_hd__dfstp_2 2.3%, sky130_fd_sc_hd__mux2_2 2.0%"} 1
chip_impl_metric{name="synth-seq-area-share",unit=""} 0.247
chip_impl_info{name="ys.flop_type",value="sky130_fd_sc_hd__dfrtp_1"} 1
chip_impl_metric{name="numSynthFlops",unit=""} 11
chip_impl_metric{name="ys_async_sr_fraction",unit=""} 1.00
chip_impl_info{name="synth_dominant_cell_count",value="sky130_fd_sc_hd__buf_4"} 1
chip_impl_metric{name="synthDistinctLibCells",unit=""} 13
chip_impl_metric{name="edf_count",unit=""} 0
chip_impl_metric{name="synth-cells-yosys",unit=""} 120
chip_impl_info{name="ys_top_cells_by_count",value="92 x sky130_fd_sc_hd__buf_4, 10 x sky130_fd_sc_hd__dfrtp_1, 6 x sky130_fd_sc_hd__mux2_1"} 1
chip_impl_metric{name="fraction_of_synthesized_cell_area_taken_by_the_top_area_cell_type",unit=""} 0.616
## logic make-up after synthesis
family                 after synthesis  synth area share
DFF                                 11             0.247
buffers and inverters               94             0.623
muxes                                8            0.0804
AOI/OAI and AO/OA                    2            0.0167
and+or+nand+nor                      4            0.0301
other                                1           0.00335
